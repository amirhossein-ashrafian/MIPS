$ cat flow/constraint.sdc
current_design PC

set clk_period 1.0
set clk_io_pct 0.2

create_clock -name clk0 -period $clk_period [get_ports {clk}]

set non_clock_inputs [all_inputs -no_clocks]
set_input_delay [expr $clk_period * $clk_io_pct] -clock clk0 $non_clock_inputs
set_output_delay [expr $clk_period * $clk_io_pct] -clock clk0 [all_outputs]
$ cat flow/design.v
module PC (
    input wire clk, 
    input wire reset,
    input wire stall,
    input wire [31:0] PC_IN,
    output reg [31:0] PC_OUT
);
always @(posedge clk or posedge reset) begin
    if (reset)
        PC_OUT <= 32'h0000;
    else if (!stall)
        PC_OUT <= PC_IN;
end
endmodule
$ cat flow/config.mk
export PLATFORM = sky130hd
export DESIGN_NAME = PC
export DESIGN_NICKNAME = PC
export VERILOG_FILES = /design/flow/design.v
export SDC_FILE = /design/flow/constraint.sdc
export NUM_CORES = 4
export LEC_CHECK = 1
export CORE_AREA = 10 10 98 98
export DIE_AREA = 0 0 108 108
$ cat flow/run.sh
#!/bin/bash
# OpenROAD 26Q1-2900-gdf79404cd8, Yosys 0.63+post, stock flow scripts
make -C /OpenROAD-flow-scripts/flow DESIGN_CONFIG=/design/flow/config.mk WORK_HOME=/design/flow/orfs finish
==> metrics.yaml <==
status:
  status: "completed"
final_timing:
  period_minus_slack_ps: 975
  clock_skew_ps: 0
  slew_violations: 0
  setup_ws_ps: 25.3
  setup_viol: 0
  final_hold_viol_count: 0
  maxSlewHeadroom_pct: 87.9
  finalCritPeriodShare_pct: 97.5
  rsz0062_at_grt: "true"
  worst_slew_pin_slew_ps: 182
  setup_tns_ps: 0
  timing.fmax_ghz: 1.03
synthesis:
  synth_stat.cells: 69
  numSynthFlops: 32
  synth_cells: 69
  yosys_area_mm2: 0.00135
  syn_area_mm2: 0.00135
  synth_seq_share_pct: 59.4
  syn_area_per_cell_um2: 19.5
  yosysUniqueCellTypes: 6
  yosys_warnings: 1
routing:
  dr.pass1.iters: 3
  wl_um: 3440
  drt_iter0_markers: 11
  n_antenna_cell: 0
  antenna_left: 0
  route.detailed.drc: 0
  viasPerCell: 3.29
  vias: 838
  wl_per_cell_um: 13.5
placed_design:
  dpl_cell_area_mm2: 0.00214
  dp_hpwl_um: 2440
  pre_cts_slack_ps: -25.1
  place.gp.congestion: 0.691
  port_buffers: 66
cts:
  htree_num_levels: 2
  clk-insertion-delay-late_ps: 270
  clk_pin_slew_ps: 70
  cts_tree: "built"
  clk_path_buf_depth: 2
  root_buffer: "clkbuf_8"
  cts.sinks: 32
  numCtsBuffers: 5
final_layout:
  area_delta_synth_final_pct: 58.2
  final_area_mm2: 0.00213
  final_cell_mix: "33 x clkdlybuf4s50_1, 33 x buf_2, 32 x dfrtp_1"
  drive_above_1_share_pct: 55.6
  reg_top3: "PC_OUT (32)"
  regMostFlops: "PC_OUT"
  largest_register_ffs: 32
global_route:
  grt_max_degree: 33
  overflow: 0
  grt_pass1_vias: 917
  grt_use_total_pct: 5.81
  antenna_found_initial: 0
  grt_pass1_wl_um: 5430
floorplan:
  fp.dieH_um: 108
  fp_util_pct: 17.6
  die_w_um: 108
  core-area_mm2: 0.00765
  chip_area_mm2: 0.0117
  io_pins: 67
  num_rows: 32
setup_path:
  crit_path_max_fanout: 2
  reg2reg_from: "PC_OUT[13]"
  startpoint: "PC_OUT[24]"
  crit_buf_inv: 1
  worst_setup_path_end_kind: "output pin"
  cp_slowest_cell: "dfrtp_1"
  worst_path_dominant_cell_family: "flip-flops"
  r2r_cells: 2
  arrival_ps: 770
  path_cells: "buf_2"
  r2r_slack_ps: 130
  critical_path_class: "reg -> out"
  reg2reg_to: "PC_OUT[13]"
  crit_required_ps: 800
  cpPeakStageDelay_ps: 380
  cp-start-kind: "register"
pwr:
  peakVddDrop_mv: 0.414
  p_per_area_mw_per_mm2: 1460
  leakagePower_nw: 1.02
hold_path:
  hp-class: "in -> async"
flow_run:
  maxCapViolations: 0
  warning_count: 26
[per-layer routing]
| layer | routed length (um) | vias up | track usage, % |
|---|---|---|---|
| li1 | - | 403 | - |
| met1 | 1520 | 404 | 8.33 |
| met2 | 1690 | 27 | 8.92 |
| met3 | 171 | 4 | 1.33 |
| met4 | 61 | 0 | 1.05 |
| met5 | 0 | - | 0 |
[final cells by class]
cell class                 instances  area, um^2
clock buffer                       8        90.1
timing repair buffer              80         638
sequential                        32         801
inverter                           1        3.75
fill                             767        5510
tap                              102         128
multi-input combinational         32         473
[where the power goes]
group	switching, mW	total, mW	leakage [nW]	internal (mW)
clock	0.461	1.02	0.0455	0.561
combinational	0.154	0.608	0.601	0.455
sequential	0.0604	1.48	0.374	1.42
[stage by stage]
stage                     hold slack [ps]  instances  total power [mW]  util, %
after floorplan                       316         69              1.76        -
after global placement                490        238              2.21     27.9
after detailed placement              492        238              2.21     27.9
after CTS                             280        250              3.19     27.4
after global routing                  313        255              3.31     27.9
final                                 280        255              3.11     27.9
[how the worst max path moves through the flow]
stage / depth (start not counted) / endpoint / slack, ps
4_1_cts: 1 / PC_OUT[14] / 2
5_1_grt: 1 / PC_OUT[27] / -30
6_report: 1 / PC_OUT[24] / 30
[kinds of logic (layout without fill, tap and decap cells)]
| group | count (synthesis) | count (layout) | synth area share, % |
|---|---|---|---|
| multiplexers | 32 | 32 | 35.1 |
| flip-flops | 32 | 32 | 59.4 |
| buffers and inverters | 5 | 89 | 5.57 |
[what timing repair did]
item,4_1_cts,5_1_grt
gates resized,98,0
setup buffers,4,6
hold buffers,0,0
setup endpoints to repair,32,24
[cells in the mapped netlist (all sizes together)]
| cell type | n | area, um^2 |
|---|---|---|
| buf | 4 | 71.3 |
| dfrtp | 32 | 801 |
| inv | 1 | 3.75 |
| mux2 | 32 | 473 |
Power figures rest on the tool's default switching activity, not on a simulated workload.
